==> /design/flow/design.v <==
`timescale 1ns / 1ps
module dcache(
    input   wire       cpu_clk_50M,
    input   wire       cpu_rst_n,
    output  wire                    mem_burst_valid,
    output  wire[63: 0]         mem_burst_addr,
    output  wire[ 1: 0]             mem_burst_len,
    output  wire[ 1: 0]             mem_burst_size,
    input   wire                    mem_burst_ready,
    input   wire[63: 0]         mem_burst_data,
    input   wire                    cpu_dataread_ena,
    input   wire[63: 0]         cpu_dataread_addr,
    input   wire[ 1: 0]             cpu_dataread_size,
    output  reg                     axi_isused,
    output  wire                    mem_read_isdone,
    output  wire[63: 0]         dcache_data_read,
    input   wire                    cpu_write_ena,
    input   wire[63: 0]         cpu_write_addr,
    input   wire[63: 0]         cpu_write_data,
    input   wire[ 7: 0]             cpu_write_mask,
    output  reg                     mem_w_valid,
    output  reg[63: 0]          mem_w_addr,
    output  reg[63: 0]          mem_w_data,
    output  reg[ 7: 0]              mem_w_mask,
    input   wire                    axi_w_isdone,
    output  reg                     axi_w_isbusy
);
    wire[54: 0] cache_tag   = (cpu_dataread_ena == 1'b1)   ?   cpu_dataread_addr[63: 9]    :
                              (cpu_write_ena    == 1'b1)   ?   cpu_write_addr[63: 9]       :     55'b0;
    wire[ 4: 0] cache_index = (cpu_dataread_ena == 1'b1)   ?   cpu_dataread_addr[ 8: 4]    :
                              (cpu_write_ena    == 1'b1)   ?   cpu_write_addr[ 8: 4]       :   8'b0;
    wire[ 3: 0] cache_offset= (cpu_dataread_ena == 1'b1)   ?   cpu_dataread_addr[ 3: 0]    :   4'b0;
    wire cache_hit = (cpu_dataread_ena == 1'b1 || cpu_write_ena == 1'b1) & v_indexs[cache_index] [64] == 1'b1 & v_indexs[cache_index] [63: 9] == cache_tag;
    wire cache_miss= (cpu_dataread_ena == 1'b1 || cpu_write_ena == 1'b1) & cache_hit == 1'b0;
    assign mem_read_isdone  =   (mem_burst_ready == 1'b1 && mem_burst_data != 64'b0 && (cpu_dataread_addr == 64'h00000000_0200BFF8 || cpu_dataread_addr == 64'h00000000_02004000))   ?   1'b1 :    
                                (cache_hit)   ?   1'b1 :   1'b0;
    wire[63: 0] double_read_select =   (cache_hit == 1'b1 && cache_offset[3] == 1'b0)   ?   dcaches[cache_index] [63: 0]    :
                                (cache_hit == 1'b1 && cache_offset[3] == 1'b1)   ?   dcaches[cache_index] [127:64]   :  64'b0;
    assign  dcache_data_read=   (mem_burst_ready == 1'b1 && (cpu_dataread_addr == 64'h00000000_0200BFF8 || cpu_dataread_addr == 64'h00000000_02004000))   ?   mem_burst_data  :
                                (cpu_dataread_size == 2'b11)                      ?   double_read_select              :
                                (cpu_dataread_size == 2'b10 && cache_offset[2:0] == 3'b000)   ?   {32'b0,double_read_select[31: 0]}   :   
                                (cpu_dataread_size == 2'b10 && cache_offset[2:0] == 3'b100)   ?   {32'b0,double_read_select[63:32]}   :
                                (cpu_dataread_size == 2'b01 && cache_offset[2:0] == 3'b000)   ?   {48'b0,double_read_select[15: 0]}   :
                                (cpu_dataread_size == 2'b01 && cache_offset[2:0] == 3'b010)   ?   {48'b0,double_read_select[31:16]}   :
                                (cpu_dataread_size == 2'b01 && cache_offset[2:0] == 3'b100)   ?   {48'b0,double_read_select[47:32]}   :
                                (cpu_dataread_size == 2'b01 && cache_offset[2:0] == 3'b110)   ?   {48'b0,double_read_select[63:48]}   :
                                (cpu_dataread_size == 2'b00 && cache_offset[2:0] == 3'b000)   ?   {56'b0,double_read_select[ 7: 0]}   :
                                (cpu_dataread_size == 2'b00 && cache_offset[2:0] == 3'b001)   ?   {56'b0,double_read_select[15: 8]}   :
                                (cpu_dataread_size == 2'b00 && cache_offset[2:0] == 3'b010)   ?   {56'b0,double_read_select[23:16]}   :
                                (cpu_dataread_size == 2'b00 && cache_offset[2:0] == 3'b011)   ?   {56'b0,double_read_select[31:24]}   :
                                (cpu_dataread_size == 2'b00 && cache_offset[2:0] == 3'b100)   ?   {56'b0,double_read_select[39:32]}   :
                                (cpu_dataread_size == 2'b00 && cache_offset[2:0] == 3'b101)   ?   {56'b0,double_read_select[47:40]}   :
                                (cpu_dataread_size == 2'b00 && cache_offset[2:0] == 3'b110)   ?   {56'b0,double_read_select[55:48]}   :
                                (cpu_dataread_size == 2'b00 && cache_offset[2:0] == 3'b111)   ?   {56'b0,double_read_select[63:56]}   :   64'b0;
    reg [63: 0]    cache_axi_addr;
    reg [ 4: 0]             cache_axi_index;
    always @(posedge cpu_clk_50M) begin
        if(cpu_rst_n == 1'b1) begin
            cache_axi_addr  <=  64'h00000000_80000000;
            cache_axi_index <=  5'b0;
        end
        else if(axi_isused == 1'b0) begin
            cache_axi_addr  <=  cpu_dataread_addr;
            cache_axi_index <=  cache_index;
        end
    end
    always @(posedge cpu_clk_50M) begin
        if(cpu_rst_n == 1'b1) begin
            axi_isused <= 1'b0;
        end
        else if(mem_burst_valid == 1'b1 && axi_isused == 1'b0 && cpu_dataread_addr != 64'h00000000_0200BFF8 && cpu_dataread_addr != 64'h00000000_02004000) begin
            axi_isused <= 1'b1;
        end
        else if(axi_isused == 1'b1 && burst_count == 1'b1) begin
            axi_isused <= 1'b0;
        end
    end
    parameter    R_STATE_IDLE = 1'b0, R_STATE_READ = 1'b1;
    reg  cache_state;
    wire r_state_idle = cache_state == R_STATE_IDLE, r_state_read = cache_state == R_STATE_READ;
    always @(posedge cpu_clk_50M) begin
        if(cpu_rst_n == 1'b1) begin
            cache_state <= R_STATE_IDLE;
        end
        else begin
            case (cache_state)
                R_STATE_IDLE:   if(cache_miss && axi_isused == 1'b0 && cpu_dataread_ena == 1'b1 && cpu_dataread_addr != 64'h00000000_0200BFF8 && cpu_dataread_addr != 64'h00000000_02004000)     cache_state <= R_STATE_READ;
                R_STATE_READ:   if(burst_count==1'b1)                                                    cache_state <= R_STATE_IDLE;
            endcase
        end
    end
    assign mem_burst_valid = (cpu_dataread_ena == 1'b1 && (cpu_dataread_addr == 64'h00000000_0200BFF8 || cpu_dataread_addr == 64'h00000000_02004000))  ?   1'b1 :   cache_state == R_STATE_READ;
    assign mem_burst_addr  = (cpu_dataread_ena == 1'b1 && (cpu_dataread_addr == 64'h00000000_0200BFF8 || cpu_dataread_addr == 64'h00000000_02004000))  ?   cpu_dataread_addr  :   {cache_axi_addr[63: 4],4'b0};
    assign mem_burst_size  = 2'b11;
    assign mem_burst_len   = 2'b10;
    reg burst_count;
    reg [64: 0]       v_indexs[ 0: 32 - 1];
    reg [127:0]  dcaches [ 0: 32 - 1];
    always @(posedge cpu_clk_50M) begin
        if(cpu_rst_n == 1'b1) begin
            v_indexs[0]   <= 65'b0;
            v_indexs[1]   <= 65'b0;
            v_indexs[2]   <= 65'b0;
            v_indexs[3]   <= 65'b0;
            v_indexs[4]   <= 65'b0;
            v_indexs[5]   <= 65'b0;
            v_indexs[6]   <= 65'b0;
            v_indexs[7]   <= 65'b0;
            v_indexs[8]   <= 65'b0;
            v_indexs[9]   <= 65'b0;
            v_indexs[10]   <= 65'b0;
            v_indexs[11]   <= 65'b0;
            v_indexs[12]   <= 65'b0;
            v_indexs[13]   <= 65'b0;
            v_indexs[14]   <= 65'b0;
            v_indexs[15]   <= 65'b0;
            v_indexs[16]   <= 65'b0;
            v_indexs[17]   <= 65'b0;
            v_indexs[18]   <= 65'b0;
            v_indexs[19]   <= 65'b0;
            v_indexs[20]   <= 65'b0;
            v_indexs[21]   <= 65'b0;
            v_indexs[22]   <= 65'b0;
            v_indexs[23]   <= 65'b0;
            v_indexs[24]   <= 65'b0;
            v_indexs[25]   <= 65'b0;
            v_indexs[26]   <= 65'b0;
            v_indexs[27]   <= 65'b0;
            v_indexs[28]   <= 65'b0;
            v_indexs[29]   <= 65'b0;
            v_indexs[30]   <= 65'b0;
            v_indexs[31]   <= 65'b0;
            dcaches[0]   <= 128'b0;
            dcaches[1]   <= 128'b0;
            dcaches[2]   <= 128'b0;
            dcaches[3]   <= 128'b0;
            dcaches[4]   <= 128'b0;
            dcaches[5]   <= 128'b0;
            dcaches[6]   <= 128'b0;
            dcaches[7]   <= 128'b0;
            dcaches[8]   <= 128'b0;
            dcaches[9]   <= 128'b0;
            dcaches[10]   <= 128'b0;
            dcaches[11]   <= 128'b0;
            dcaches[12]   <= 128'b0;
            dcaches[13]   <= 128'b0;
            dcaches[14]   <= 128'b0;
            dcaches[15]   <= 128'b0;
            dcaches[16]   <= 128'b0;
            dcaches[17]   <= 128'b0;
            dcaches[18]   <= 128'b0;
            dcaches[19]   <= 128'b0;
            dcaches[20]   <= 128'b0;
            dcaches[21]   <= 128'b0;
            dcaches[22]   <= 128'b0;
            dcaches[23]   <= 128'b0;
            dcaches[24]   <= 128'b0;
            dcaches[25]   <= 128'b0;
            dcaches[26]   <= 128'b0;
            dcaches[27]   <= 128'b0;
            dcaches[28]   <= 128'b0;
            dcaches[29]   <= 128'b0;
            dcaches[30]   <= 128'b0;
            dcaches[31]   <= 128'b0;
            burst_count   <= 1'b0;
        end
        else if(mem_burst_ready == 1'b1 && burst_count == 1'b0 && cache_axi_addr != 64'h00000000_0200BFF8 && cache_axi_addr != 64'h00000000_02004000) begin
            burst_count                 <= 1'b1;
            dcaches[cache_axi_index][63: 0] <= mem_burst_data;
        end
        else if(mem_burst_ready == 1'b1 && burst_count == 1'b1 && cache_axi_addr != 64'h00000000_0200BFF8 && cache_axi_addr != 64'h00000000_02004000) begin
            burst_count                 <= 1'b0;
            dcaches[cache_axi_index][127:64]<= mem_burst_data;
            v_indexs[cache_axi_index][63: 0]<= cache_axi_addr;
            v_indexs[cache_axi_index][64]   <= 1'b1;
        end 
    end
    always @(posedge cpu_clk_50M) begin
        if(cpu_rst_n == 1'b1) begin
            axi_w_isbusy    <=  1'b0;
            mem_w_valid     <=  1'b0;
            mem_w_addr      <=  64'b0;
            mem_w_data      <=  64'b0;
            mem_w_mask      <=  8'b0;
        end
        else if(cpu_write_ena == 1'b1 && cache_hit == 1'b1) begin
            axi_w_isbusy    <=  1'b1;
            mem_w_valid     <=  1'b1;
            mem_w_addr      <=  cpu_write_addr;
            mem_w_data      <=  cpu_write_data;
            mem_w_mask      <=  cpu_write_mask;
            v_indexs[cache_index][64]   <=  1'b0;    
        end
        else if(cpu_write_ena == 1'b1) begin
            axi_w_isbusy    <=  1'b1;
            mem_w_valid     <=  1'b1;
            mem_w_addr      <=  cpu_write_addr;
            mem_w_data      <=  cpu_write_data;
            mem_w_mask      <=  cpu_write_mask;
        end
        else if(axi_w_isdone == 1'b1) begin
            axi_w_isbusy    <=  1'b0;
            mem_w_valid     <=  1'b0;
            mem_w_addr      <=  64'b0;
            mem_w_data      <=  64'b0;
            mem_w_mask      <=  8'b0;
        end
    end
endmodule
==> /design/flow/run.sh <==
#!/bin/bash
# OpenROAD 26Q1-2900-gdf79404cd8, Yosys 0.63+post, stock flow scripts
make -C /OpenROAD-flow-scripts/flow DESIGN_CONFIG=/design/flow/config.mk WORK_HOME=/design/flow/orfs finish
==> /design/flow/config.mk <==
export PLATFORM = sky130hd
export DESIGN_NAME = dcache
export DESIGN_NICKNAME = dcache
export VERILOG_FILES = /design/flow/design.v
export SDC_FILE = /design/flow/constraint.sdc
export NUM_CORES = 4
export LEC_CHECK = 1
export CORE_UTILIZATION = 50
export SYNTH_MEMORY_MAX_BITS = 65536
==> /design/flow/constraint.sdc <==
current_design dcache

set clk_period 369.9
set clk_io_pct 0.2

create_clock -name clk0 -period $clk_period [get_ports {cpu_clk_50M}]

set non_clock_inputs [all_inputs -no_clocks]
set_input_delay [expr $clk_period * $clk_io_pct] -clock clk0 $non_clock_inputs
set_output_delay [expr $clk_period * $clk_io_pct] -clock clk0 [all_outputs]
==> impl_metrics.toml <==
# implementation run metrics
[status]
status = "finished with violations"
failed_checks = "max-capacitance violations, max-slew violations"

[logic_synthesis]
syn_inst = 22900
area_leaders = "edfxtp_1 (62%), and2_1 (13%), nand2_1 (3.3%)"
yosys-stat-area_um2 = 283000
aoi_share = 0.0790
mux_share = 0.0371
top_cell = "and2_1"
ys_seq_frac = 0.638
ys_ff = 6097
logic_family = "simple AND/OR/NAND/NOR gates"
ys_sh_simple = 0.206
synth.distinct_cells = 93
yosys-stat-cells = 22900
yosys_warnings = 1
netlist_area_um2 = 283000
fa_ha_area_frac = 0
synth-xor-area-share = 0.000216
async_reset_ff_frac = 0
synth-edff-count = 5856
yosys.area.top_type_share = 0.621
yosys.area.top_type = "edfxtp_1"
avgSynthCellArea_um2 = 12.4
netlist_top_cells_count = "and2_1 (5913), edfxtp_1 (5856), nand2_1 (2502), clkbuf_1 (1721), and3_1 (1216)"
synth-main-ff-cell = "edfxtp_1"

[cts]
clk_pin_slew_ns = 0.06
ctsHoldBuffers = 0
clock_latency_ns = 1.15
clockRootBuffer = "clkbuf_16"
cts_num_sinks = 6097
cts_setup_buffers = 0
htreeDepth = 6
ctsResizeCount = 0
cts_buffer_depth = 4
numCtsBuffers = 661
cts_tree = "yes"

[route]
via_count = 193000
drc = 0
first_iter_violations = 16300
wl_per_cell_um = 36.9
dr.pass1.iters = 6
vias_per_cell = 6.31
ant_nets = 0
routed_wl_um = 1130000

[final_timing]
slew_viol_final = 7
setup_viol = 0
fin_crit_sh = 0.428
hold_viol = 0
slew_headroom = -0.0296
tightest_slew_ns = 1.54
finalSetupTns_ns = 0
max_freq_ghz = 0.00631
rsz0062_at_grt = "false"
period_minus_slack_ns = 158.48
final.setup_skew_ns = 0.0412
whs_ns = 0.452

[global_route]
grt_start_max_net_pins = 151
grt_pass1_vias = 194000
grt_util_all_layers = 0.435
antenna_found_initial = 101
grt_overflow = 0
grt_pass1_wl_um = 1560000

[worst_hold_path]
worstHoldPathType = "flip-flop to flip-flop"
worstHoldEndpoint = "mem_w_addr[37]"
hold_depth = 2
hold_start = "mem_w_addr[37]"

[finish]
final_area_um2 = 315000
drive_above_1_share = 0.106
num-fill-cells = 44700
area_delta_synth_final_pct = 11.3

[die]
ios = 545
die_x_um = 755
dieHeight_um = 755
num_rows = 276
chip_area_um2 = 570000
core-area_um2 = 565000
fp_util = 0.502

[worst_setup_path]
critPathRequiredTime_ns = 295.92
cp-start-kind = "input pin"
crit_path_end_kind = "primary output"
cp_max_fo = 89
rr_startpoint = "cache_axi_addr[62]"
reg2reg_to = "v_indexs[8][53]"
rrSetupSlack_ns = 362.76
worstPathArrival_ns = 84.50
worst-setup-path-type = "input pin to primary output"
r2r_cells = 12

[run]
warnings = 51
cap_violations = 1

[placement]
gp_congestion = 0.950
dp_hpwl_um = 630000
dpl-instance-area_um2 = 295000
io_buffers = 537

[power_and_ir_drop]
cellPowerDensity_nw_per_um2 = 5.01
p_leak_nw = 117
vdd_ir_drop_max_mv = 0.00601
final cells by class:
class / instances / area [µm²] / area share
clock inverters: 271 / 1920 / 0.00609
flip-flops and latches: 6097 / 181000 / 0.573
diodes: 155 / 388 / 0.00123
repair buffers: 1463 / 12600 / 0.0400
multi-input cells: 14200 / 92300 / 0.293
clock buffers: 890 / 18000 / 0.0570
inverters: 41 / 154 / 0.000488
well taps: 7506 / 9390 / 0.0298
cell families after synthesis:
group / after synthesis
other: 2
XOR/XNOR: 7
AND-OR/OR-AND: 3248
flip-flops: 6097
buffers and inverters: 2523
AND/OR/NAND/NOR: 10400
multiplexers: 551
through the flow:
step | worst slack, ns | power (mW) | std cells | utilization
after floorplan | 218.64 | 0.881 | 22900 | -
after global placement | 211.94 | 0.958 | 29400 | 0.523
after detailed placement | 211.85 | 0.958 | 29400 | 0.523
after CTS | 211.82 | 1.58 | 30500 | 0.558
after global routing | 211.21 | 1.61 | 30600 | 0.558
final | 211.42 | 1.58 | 30700 | 0.559
state kept, by name (all words and copies together) (netlist names):
name / count
mem_w_valid: 1
burst_count: 1
cache_state: 1
dcaches: 4096
cache_axi_index: 5
cache_axi_addr: 64
v_indexs: 1792
mem_w_mask: 8
mem_w_data: 64
axi_isused: 1
mem_w_addr: 64
where the power goes:
group | internal, mW | leakage [nW] | switching [mW]
combinational | 0.0430 | 44.5 | 0.121
clock | 0.351 | 9.71 | 0.278
sequential | 0.779 | 62.4 | 0.00661
total | 1.17 | 117 | 0.405
worst max-delay path by stage:
stage | start | to | slack [ns] | cells after the start
final | cpu_dataread_ena | dcache_data_read[7] | 211.42 | 22
after global routing | cpu_dataread_ena | dcache_data_read[7] | 211.21 | 22
after CTS | cpu_dataread_ena | dcache_data_read[6] | 211.82 | 24
layer usage:
metal  GRT usage  wire length, µm  vias up
met2       0.579           490000    15200
met4       0.215            69200      128
met1       0.510           348000    93100
met3       0.352           220000     3275
met5      0.0694             4830        -
li1            -                -    81800
placed cells by master, fill, tap and decap left out, types with 240 or more instances in the layout:
cell                n
a211oi_1          914
a21oi_1           377
a31oi_1           585
and2_1           5911
and3_1           1215
buf_4             879
clkbuf_16         680
clkdlybuf4s50_1   470
dfxtp_1           240
edfxtp_1         5856
mux4_2            400
nand2_1          2490
o21ai_0           346
o22ai_1           265
critical path: stages:
cell and delay, ns:
clkbuf_8 0.47, buf_4 0.62, nand2_8 0.47, nand2_4 0.64, buf_4 0.72, buf_4 0.64
buf_4 0.63, buf_4 0.58, buf_4 0.71, a211oi_1 0.18, o21ai_0 0.44, o2111a_1 0.28
a21o_1 0.12, o211a_1 0.21, nand4_1 0.39, nor2_1 0.52, buf_4 0.36, and3_2 0.58
buf_4 0.53, nand2_1 0.31, o21ai_1 0.25, clkdlybuf4s50_1 0.50
Power and IR drop assume default switching activity.
