==> /design/flow/design.v <==
`timescale 1ns / 1ps
module icache(
    input   wire       cpu_clk_50M,
    input   wire       cpu_rst_n,
    output  wire                    if_burst_valid,
    output  wire[63: 4]             if_burst_addr,
    output  wire[ 1: 0]             if_burst_len,
    output  wire[ 1: 0]             if_burst_size,
    input   wire                    if_burst_ready,
    input   wire[63: 0]         if_burst_data,
    input   wire                    cpu_if_ena,
    input   wire[63: 0]    cpu_if_pc,
    output  reg                     axi_isused,
    output  wire                    read_isdone,
    output  wire[31: 0]         icache_data_read,
    input   wire                    flush     
);
    wire[54: 0] cache_tag   = (cpu_if_ena == 1'b1)   ?   cpu_if_pc[63: 9]    :   55'b0;
    wire[ 4: 0] cache_index = (cpu_if_ena == 1'b1)   ?   cpu_if_pc[ 8: 4]    :   8'b0;
    wire[ 3: 0] cache_offset= (cpu_if_ena == 1'b1)   ?   cpu_if_pc[ 3: 0]    :   4'b0;
    wire cache_hit = cpu_if_ena == 1'b1 & v_indexs[cache_index] [64] == 1'b1 & v_indexs[cache_index] [63: 9] == cpu_if_pc [63: 9];
    wire cache_miss= cpu_if_ena == 1'b1 & cache_hit == 1'b0;
    assign read_isdone  = (cache_hit)   ?   1'b1 :   1'b0;
    assign icache_data_read =   (cache_hit == 1'b1 && cache_offset == 4'b0000)   ?   icaches[cache_index] [31: 0]    :
                                (cache_hit == 1'b1 && cache_offset == 4'b0100)   ?   icaches[cache_index] [63:32]    :
                                (cache_hit == 1'b1 && cache_offset == 4'b1000)   ?   icaches[cache_index] [95:64]    :
                                (cache_hit == 1'b1 && cache_offset == 4'b1100)   ?   icaches[cache_index] [127:96]   :  32'b0;
    reg [63: 0]    cache_axi_addr;
    reg [ 4: 0]             cache_axi_index;
    always @(posedge cpu_clk_50M) begin
        if(cpu_rst_n == 1'b1) begin
            cache_axi_addr  <=  64'h00000000_80000000;
            cache_axi_index <=  5'b0;
        end
        else if(axi_isused == 1'b0) begin
            cache_axi_addr  <=  cpu_if_pc;
            cache_axi_index <=  cache_index;
        end
    end
    reg axi_isdelete;
    always @(posedge cpu_clk_50M) begin
        if(cpu_rst_n == 1'b1) begin
            axi_isdelete    <=  1'b0;
        end
        else if(axi_isused == 1'b1 && flush == 1'b1 && axi_isdelete == 1'b0) begin
            axi_isdelete    <=  1'b1;
        end
        else if(trans_count == 1'b1) begin
            axi_isdelete    <=  1'b0;
        end
    end
    always @(posedge cpu_clk_50M) begin
        if(cpu_rst_n == 1'b1) begin
            axi_isused <= 1'b0;
        end
        else if(if_burst_valid == 1'b1 && axi_isused == 1'b0) begin
            axi_isused <= 1'b1;
        end
        else if(axi_isused == 1'b1 && trans_count == 1'b1) begin
            axi_isused <= 1'b0;
        end
    end
    parameter    R_STATE_IDLE = 1'b0, R_STATE_READ = 1'b1;
    reg  cache_state;
    wire r_state_idle = cache_state == R_STATE_IDLE, r_state_read = cache_state == R_STATE_READ;
    always @(posedge cpu_clk_50M) begin
        if(cpu_rst_n == 1'b1) begin
            cache_state <= R_STATE_IDLE;
        end
        else begin
            case (cache_state)
                R_STATE_IDLE:   if(cache_miss && axi_isused == 1'b0)    cache_state <= R_STATE_READ;
                R_STATE_READ:   if(trans_count==1'b1)                    cache_state <= R_STATE_IDLE;
            endcase
        end
    end
    assign if_burst_valid = cache_state == R_STATE_READ;
    assign if_burst_addr  = {cache_axi_addr[63: 4],4'b0};
    assign if_burst_size  = 2'b11;
    assign if_burst_len   = 2'b10;
    reg burst_count;
    reg trans_count;
    reg [64: 0]       v_indexs[ 0: 32 - 1];
    reg [127:0]  icaches [ 0: 32 - 1];
    always @(posedge cpu_clk_50M) begin
        if(cpu_rst_n == 1'b1) begin
            trans_count     <=  1'b0;
        end
        else if(if_burst_ready == 1'b1 && trans_count == 1'b0) begin
            trans_count <=  1'b1;
        end
        else if(if_burst_ready == 1'b1 && trans_count == 1'b1) begin
            trans_count <=  1'b0;
        end
    end
    always @(posedge cpu_clk_50M) begin
        if(cpu_rst_n == 1'b1) begin
            v_indexs[0]   <= 65'b0;
            v_indexs[1]   <= 65'b0;
            v_indexs[2]   <= 65'b0;
            v_indexs[3]   <= 65'b0;
            v_indexs[4]   <= 65'b0;
            v_indexs[5]   <= 65'b0;
            v_indexs[6]   <= 65'b0;
            v_indexs[7]   <= 65'b0;
            v_indexs[8]   <= 65'b0;
            v_indexs[9]   <= 65'b0;
            v_indexs[10]   <= 65'b0;
            v_indexs[11]   <= 65'b0;
            v_indexs[12]   <= 65'b0;
            v_indexs[13]   <= 65'b0;
            v_indexs[14]   <= 65'b0;
            v_indexs[15]   <= 65'b0;
            v_indexs[16]   <= 65'b0;
            v_indexs[17]   <= 65'b0;
            v_indexs[18]   <= 65'b0;
            v_indexs[19]   <= 65'b0;
            v_indexs[20]   <= 65'b0;
            v_indexs[21]   <= 65'b0;
            v_indexs[22]   <= 65'b0;
            v_indexs[23]   <= 65'b0;
            v_indexs[24]   <= 65'b0;
            v_indexs[25]   <= 65'b0;
            v_indexs[26]   <= 65'b0;
            v_indexs[27]   <= 65'b0;
            v_indexs[28]   <= 65'b0;
            v_indexs[29]   <= 65'b0;
            v_indexs[30]   <= 65'b0;
            v_indexs[31]   <= 65'b0;
            icaches[0]   <= 128'b0;
            icaches[1]   <= 128'b0;
            icaches[2]   <= 128'b0;
            icaches[3]   <= 128'b0;
            icaches[4]   <= 128'b0;
            icaches[5]   <= 128'b0;
            icaches[6]   <= 128'b0;
            icaches[7]   <= 128'b0;
            icaches[8]   <= 128'b0;
            icaches[9]   <= 128'b0;
            icaches[10]   <= 128'b0;
            icaches[11]   <= 128'b0;
            icaches[12]   <= 128'b0;
            icaches[13]   <= 128'b0;
            icaches[14]   <= 128'b0;
            icaches[15]   <= 128'b0;
            icaches[16]   <= 128'b0;
            icaches[17]   <= 128'b0;
            icaches[18]   <= 128'b0;
            icaches[19]   <= 128'b0;
            icaches[20]   <= 128'b0;
            icaches[21]   <= 128'b0;
            icaches[22]   <= 128'b0;
            icaches[23]   <= 128'b0;
            icaches[24]   <= 128'b0;
            icaches[25]   <= 128'b0;
            icaches[26]   <= 128'b0;
            icaches[27]   <= 128'b0;
            icaches[28]   <= 128'b0;
            icaches[29]   <= 128'b0;
            icaches[30]   <= 128'b0;
            icaches[31]   <= 128'b0;
            burst_count   <= 1'b0;
        end
        else if(if_burst_ready == 1'b1 && burst_count == 1'b0 && axi_isdelete == 1'b0) begin
            burst_count                 <= 1'b1;
            icaches[cache_axi_index][63: 0] <= if_burst_data;
        end
        else if(if_burst_ready == 1'b1 && burst_count == 1'b1 && axi_isdelete == 1'b0) begin
            burst_count                 <= 1'b0;
            icaches[cache_axi_index][127:64]<= if_burst_data;
            v_indexs[cache_axi_index][63: 0]<= cache_axi_addr;
            v_indexs[cache_axi_index][64]   <= 1'b1;
        end 
    end
endmodule
==> /design/flow/run.sh <==
#!/bin/bash
# OpenROAD 26Q1-2900-gdf79404cd8, Yosys 0.63+post, stock flow scripts
make -C /OpenROAD-flow-scripts/flow DESIGN_CONFIG=/design/flow/config.mk WORK_HOME=/design/flow/orfs finish
==> /design/flow/config.mk <==
export PLATFORM = sky130hd
export DESIGN_NAME = icache
export DESIGN_NICKNAME = icache
export VERILOG_FILES = /design/flow/design.v
export SDC_FILE = /design/flow/constraint.sdc
export NUM_CORES = 4
export LEC_CHECK = 1
export CORE_UTILIZATION = 30
export SYNTH_MEMORY_MAX_BITS = 65536
==> /design/flow/constraint.sdc <==
current_design icache

set clk_period 110.3
set clk_io_pct 0.2

create_clock -name clk0 -period $clk_period [get_ports {cpu_clk_50M}]

set non_clock_inputs [all_inputs -no_clocks]
set_input_delay [expr $clk_period * $clk_io_pct] -clock clk0 $non_clock_inputs
set_output_delay [expr $clk_period * $clk_io_pct] -clock clk0 [all_outputs]
==> flow_metrics.py <==
# Physical implementation metrics
metrics = {
    "floorplanning": {
        "rows": 353,
        "io_pins": 232,
        "fp_util": 0.301,
        "die_y_um": 964,
        "chip_area_mm2": 0.930,
        "fp.dieW_um": 964,
        "core_mm2": 0.923,
    },
    "sta": {
        "skew_ns": 0.113,
        "hold_violations": 0,
        "maxSlewViolCount": 0,
        "min_period_over_period": 0.485,
        "finalSetupViolCount": 0,
        "finalCriticalPeriod_ns": 53.47,
        "setup_tns_ns": 0,
        "layout_setup_ws_ns": 56.83,
        "fmax_mhz": 18.7,
        "rsz0062_at_grt": "no",
        "tightest_slew_ns": 1.24,
        "worst_slew_margin_rel": 0.173,
    },
    "clock_tree": {
        "clk_path_buf_depth": 5,
        "htree_num_levels": 6,
        "cts_root_buf": "clkbuf_16",
        "clk_pin_slew_ns": 0.06,
        "post-cts-setup-buffer-count": 0,
        "ctsHoldBuffers": 0,
        "cts_tree": "done",
        "cts_made_buffers": 638,
        "ctsResizeCount": 0,
        "clk_latency_ns": 1.08,
        "cts.sinks": 5958,
    },
    "detailed_routing": {
        "num_vias": 181000,
        "ant_nets": 0,
        "wirelength_um": 1070000,
        "first_pass_iters": 6,
        "avgViaCountPerCell": 5.40,
        "drt_iter0_drc": 14400,
        "drc": 0,
        "avgRoutedWirePerCell_um": 31.8,
    },
    "finish": {
        "layout_top_cells": "and2_1 (5865), edfxtp_1 (5856), mux2i_1 (1418), buf_4 (899), nor2_1 (713)",
        "final_area_mm2": 0.313,
        "drive_gt1_frac": 0.118,
        "final_cells": 33500,
        "final_common_cell": "and2_1",
        "syn_to_final_growth_pct": 12.6,
        "nFillCells": 87600,
    },
    "power": {
        "pwr-share-seq": 0.512,
        "power_frac_comb": 0.088,
        "clkPwrFrac": 0.400,
        "intPower_w": 0.00379,
        "power_leakage_nw": 113,
        "total_power_w": 0.00504,
        "p_switching_w": 0.00125,
        "vdd_drop_max_uv": 12.4,
        "p_per_area_mw_per_mm2": 16.1,
        "swShare": 0.248,
    },
    "place": {
        "post-place-ws_ns": 57.17,
        "dp_cells": 32300,
        "place_area_mm2": 0.294,
        "gp_congestion": 0.949,
        "dp_hpwl_um": 595000,
        "io_buffers": 223,
    },
    "logic_synthesis": {
        "yosys_warnings": 1,
        "top_area_cell": "edfxtp_1",
        "synth_area_mm2": 0.278,
        "ys_async_sr_fraction": 0,
        "synth_area_per_cell_um2": 13.1,
        "netlist-cell-type-count": 96,
        "ys_seq_frac": 0.640,
        "flop_cell": "edfxtp_1",
        "synth.area.top_cells": "edfxtp_1 (63%), and2_1 (13%), mux2i_1 (5.1%)",
        "yosysCellCount": 21300,
        "ys_area_mm2": 0.278,
        "edf_count": 5856,
        "top_cell_area_share": 0.633,
        "synth_flops": 5958,
        "netlist_instances": 21300,
    },
    "min_path": {
        "min_path_cells": 1,
        "hold_start": "v_indexs[22][64]",
        "hold_class": "reg -> reg",
        "whs_endpoint": "v_indexs[22][64]",
    },
    "worst_setup_path": {
        "worstSetupStartpointType": "input pin",
        "path_max_fanout": 56,
        "timing.rr.end": "v_indexs[10][50]",
        "criticalPathCategory": "in -> out",
        "cp-end-kind": "output port",
        "r2r_slack_ns": 104.45,
        "cp_data_arrival_time_ns": 31.41,
        "cp.required_ns": 88.24,
        "timing.rr.start": "axi_isdelete",
        "r2r_cells": 9,
    },
    "global_routing": {
        "grt_pass1_wl_um": 1460000,
        "grt_pass1_vias": 184000,
        "grt_max_degree": 97,
        "grt.total_usage": 0.238,
        "antenna_found_initial": 108,
        "globalRouteOverflowTotal": 0,
    },
    "run": {
        "maxCapViolCount": 0,
        "warnings": 27,
    },
    "status": {
        "status": "complete, no violations",
    },
}
-- cells in the mapped netlist (all sizes together) (105+ instances only) --
cell type,number
nand3,118
edfxtp,5856
a311oi,117
mux4,207
nor2,781
buf,684
a221oi,149
o221ai,290
clkbuf,1658
o21ai,669
a22oi,160
nand2,557
a21oi,615
o211ai,266
o311ai,105
mux2,303
mux2i,1418
a211oi,198
and2,5872
o22ai,406
-- worst max path at each step --
stage | start | endpoint | slack (ns)
4_1_cts | cpu_if_pc[4] | icache_data_read[4] | 57.11
5_1_grt | cpu_if_pc[4] | icache_data_read[12] | 56.56
6_report | cpu_if_pc[4] | icache_data_read[4] | 56.83
-- sequential cells by signal (all words and copies together) (netlist names) --
name	count
axi_isdelete	1
axi_isused	1
burst_count	1
cache_axi_addr	60
cache_axi_index	5
cache_state	1
icaches	4096
trans_count	1
v_indexs	1792
-- logic make-up after synthesis --
group / Yosys count / share of synthesized area
muxes: 1928 / 0.0802
DFF: 5958 / 0.640
AOI/OAI and AO/OA: 3378 / 0.0827
other: 2 / 0.0000270
buffers and inverters: 2372 / 0.0366
and+or+nand+nor: 7591 / 0.159
xor gates and xnor gates: 46 / 0.00145
-- power groups by stage --
stage                 Combinational (W)  Sequential, W  Clock [W]
after CTS                      0.000434        0.00258    0.00203
after global routing           0.000461        0.00259    0.00211
final                          0.000445        0.00258    0.00202
-- per-layer routing --
| metal | wire length, um | share of wire | up-vias | global-route usage |
|---|---|---|---|---|
| li1 | - | - | 76500 | - |
| met1 | 340000 | 0.32 | 87500 | 0.253 |
| met2 | 460000 | 0.43 | 14100 | 0.336 |
| met3 | 208000 | 0.20 | 2993 | 0.206 |
| met4 | 53000 | 0.050 | 105 | 0.0937 |
| met5 | 5120 | 0.0048 | - | 0.0382 |
-- stage by stage --
step | utilization | hold WS (ns)
3_5_place_dp | 0.318 | 0.434
2_1_floorplan | - | 0.421
4_1_cts | 0.339 | 0.448
5_1_grt | 0.339 | 0.464
6_report | 0.339 | 0.450
3_3_place_gp | 0.318 | 0.428
-- cell type report --
| class | instances | area, um2 | share of cell area |
|---|---|---|---|
| inverters | 30 | 150 | 0.000480 |
| clock inverters | 250 | 1540 | 0.00493 |
| flip-flops and latches | 5958 | 178000 | 0.569 |
| clock buffers | 841 | 17100 | 0.0547 |
| well taps | 12200 | 15300 | 0.0490 |
| multi-input cells | 13000 | 91100 | 0.291 |
| repair buffers | 1160 | 9460 | 0.0302 |
| diodes | 87 | 218 | 0.000696 |
-- worst max-delay path, cell delays in order --
cell and delay [ns]:
buf_16 0.24, buf_4 0.56, buf_4 0.63, buf_4 0.62, buf_4 0.50, buf_4 0.65, buf_4 0.69, buf_4 0.60
buf_4 0.47, buf_4 0.61, buf_4 0.68, mux2_2 0.41, a21oi_1 0.14, a21oi_1 0.09, o22ai_1 0.24, nor2_1 0.06
a31oi_1 0.16, a21oi_1 0.12, o21ai_0 0.38, buf_4 0.21, o211a_1 0.29, nor3_1 0.09, clkdlybuf4s50_1 0.41
Power figures rest on the tool's default switching activity, not on a simulated workload.
